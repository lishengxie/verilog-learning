`flow/config.mk`:
```
export PLATFORM = sky130hd
export DESIGN_NAME = uart_rx
export DESIGN_NICKNAME = uart_rx
export VERILOG_FILES = /design/flow/design.v
export SDC_FILE = /design/flow/constraint.sdc
export NUM_CORES = 4
export LEC_CHECK = 1
export CORE_UTILIZATION = 50
```
`flow/constraint.sdc`:
```
current_design uart_rx

set clk_period 8.7
set clk_io_pct 0.2

create_clock -name clk0 -period $clk_period [get_ports {clk}]

set non_clock_inputs [all_inputs -no_clocks]
set_input_delay [expr $clk_period * $clk_io_pct] -clock clk0 $non_clock_inputs
set_output_delay [expr $clk_period * $clk_io_pct] -clock clk0 [all_outputs]
```
`flow/design.v`:
```
module uart_rx(
    clk,
    rst_n,
    uart_rx,
    rx_vld,
    rx_data
);
input clk;
input rst_n;
input uart_rx;
output reg rx_vld;
output reg[7:0] rx_data;
reg [31:0] cnt1;
reg [31:0] cnt2;
wire add_cnt1;
wire end_cnt1;
wire add_cnt2;
wire end_cnt2;
reg flag;
reg uart_rx_ff0;
reg uart_rx_ff1;
reg uart_rx_ff2;
always @(posedge clk or negedge rst_n) begin
    if(rst_n==1'b0)begin
        cnt1 <= 0;
    end
    else if(add_cnt1)begin
        if (end_cnt1) begin
            cnt1 <= 0;
        end
        else begin
            cnt1 <= cnt1 + 1;
        end
    end
end
assign add_cnt1 = flag == 1;
assign end_cnt1 = add_cnt1 && cnt1 == 10 - 1;
always @(posedge clk or negedge rst_n) begin
    if(rst_n==1'b0)begin
        cnt2 <= 0;
    end
    else if(add_cnt2)begin
        if (end_cnt2) begin
            cnt2 <= 0;
        end
        else begin
            cnt2 <= cnt2 + 1;
        end
    end
end
assign add_cnt2 = end_cnt1;
assign end_cnt2 = add_cnt2 && cnt2 == 9 - 1;
always @(posedge clk or negedge rst_n)begin
    if(rst_n==1'b0) begin
        uart_rx_ff0 <= 1;
        uart_rx_ff1 <= 1;
        uart_rx_ff2 <= 1;
    end
    else begin
        uart_rx_ff0 <= uart_rx;
        uart_rx_ff1 <= uart_rx_ff0;
        uart_rx_ff2 <= uart_rx_ff1;
    end
end
always @(posedge clk or negedge rst_n) begin
    if(rst_n==1'b0)begin
        rx_data <= 0;
    end
    else if(cnt2>=1 && cnt2<9 && add_cnt1 && cnt1==5-1)begin
        rx_data[cnt2-1] <= uart_rx_ff2;
    end
end
always @(posedge clk or negedge rst_n) begin
    if(rst_n==1'b0)begin
        rx_vld <= 0;
    end
    else if(cnt2==8 && add_cnt1 && cnt1==5-1)begin
        rx_vld <= 1;
    end
    else begin
        rx_vld <= 0;
    end
end
always @(posedge clk or negedge rst_n) begin
    if(rst_n == 1'b0) begin
        flag <= 0;
    end
    else if(uart_rx_ff2==1 && uart_rx_ff1==0) begin
        flag <= 1;
    end
    else if(end_cnt2)begin
        flag <= 0;
    end
end
endmodule
```
`flow/run.sh`:
```
#!/bin/bash
# OpenROAD 26Q1-2900-gdf79404cd8, Yosys 0.63+post, stock flow scripts
make -C /OpenROAD-flow-scripts/flow DESIGN_CONFIG=/design/flow/config.mk WORK_HOME=/design/flow/orfs finish
```
==> flow_metrics.py <==
# Flow results
metrics = {
    "worst_setup_path": {
        "r2r.worst_path.cells": 8,
        "worst_setup_path_startpoint": "cnt2[0]$_DFFE_PN0P_",
        "rrSetupSlack_ns": 5.61,
        "cp.required_ns": 8.93,
        "worst-endpoint-arrival_ns": 3.32,
        "slowest_delay_ns": 0.58,
        "timing.critical_path.to_type": "flop",
        "crit_path_cell_trace": "inv_1, ha_1, xnor2_1, a311o_1, a2111oi_4, nand4_4, nor4b_2, mux2_1",
        "r2r_end": "rx_data[4]$_DFFE_PN0P_",
        "crit_slowest_cell": "sky130_fd_sc_hd__dfrtp_1",
        "crit_path_start_kind": "flop",
        "worstSetupPathType": "reg -> reg",
        "critical_path_peak_fanout": 12,
        "timing.rr.start": "cnt2[0]$_DFFE_PN0P_",
    },
    "clock_tree": {
        "insertion_delay_late_pin_ns": 0.34,
        "clock-root-buffer": "sky130_fd_sc_hd__clkbuf_8",
        "post_cts.repair.setup_buffers": 0,
        "cts_hold_buffers": 0,
        "numCtsBuffers": 9,
        "ctsLongestPathBuffers": 2,
        "clock_tree.htree_level_count": 3,
        "cts.reportedPaths.clkPinSlew_ns": 0.08,
        "cts_tree": "done",
        "sinks_on_the_clock_net": 77,
        "post_cts_resize_count": 0,
    },
    "placement": {
        "setup_slack_after_placement_ns": 5.62,
        "finalWeightedCongestion": 0.827,
        "port-buffer-count": 11,
        "dp.final_hpwl_um": 4770,
    },
    "synth": {
        "post_synth_main_area_contributors": "sky130_fd_sc_hd__dfrtp_1 (47%), sky130_fd_sc_hd__xnor2_1 (7.1%), sky130_fd_sc_hd__xor2_1 (6.2%)",
        "synthesis.instances": 376,
        "seq_area_frac_synth_pct": 49.1,
        "yosys_most_used_dff": "sky130_fd_sc_hd__dfrtp_1",
        "enable_flop_cells": 0,
        "area_fraction_of_the_dominant_cell_type_after_synthesis_pct": 47.1,
        "synth.distinct_cells": 46,
        "numSynthFlops": 77,
        "syn_area_um2": 3930,
        "ys_warn_count": 1,
        "post-synth-top-area-cell": "sky130_fd_sc_hd__dfrtp_1",
        "cell_count_in_the_yosys_report": 376,
        "yosys.stat.chipArea_um2": 3930,
        "synth_async_sr_flop_share_pct": 100,
        "synth_area_per_cell_um2": 10.4,
    },
    "final_timing": {
        "timing.final.ws_setup_ns": 5.61,
        "report.final.hold_viol_count": 0,
        "setup_viol_count_final": 0,
        "final_max_slew_viol_count": 0,
        "tns_ns": 0,
        "fmax_mhz": 324,
        "grt_setup_unrepaired": "false",
        "layout_worst_path_cycle_share_pct": 35.5,
        "timing.slew.headroom_pct": 48.9,
        "worst_clock_skew_ns": 0.0134,
        "tightest_slew_ns": 0.760,
        "period_minus_slack_ns": 3.09,
    },
    "routing": {
        "routed_wirelength_um": 6890,
        "detailroute.via_count": 2701,
        "first_iter_violations": 108,
        "drt_drc_violations_left": 0,
        "first_pass_iters": 4,
        "antenna_cells": 0,
        "post_drt_via_cell_ratio": 5.47,
        "drtAntennaViolNets": 0,
        "drt-wirelength-per-cell_um": 13.9,
    },
    "status": {
        "outcome": "complete, no violations",
    },
    "hold_path": {
        "min-delay-path-class": "reg -> reg",
        "hold_path_depth": 0,
        "hold_path_startpoint": "uart_rx_ff0$_DFF_PN1_",
        "worstHoldEndpoint": "uart_rx_ff1$_DFF_PN1_",
    },
    "pwr": {
        "leakage_nw": 1.91,
        "finalPower_uw": 899,
        "cellPowerDensity_nw_per_um2": 210,
        "vdd.ir_drop.worst_mv": 0.0763,
    },
    "floorplan": {
        "design.die.area_um2": 8220,
        "placementRows": 31,
        "die_span_y_um": 90.6,
        "design.portCount": 12,
        "coreArea_um2": 7410,
        "initial_utilization_pct": 53.0,
        "die.size.x_um": 90.6,
    },
    "global_routing": {
        "grt_pass1_vias": 2530,
        "gr-usage-all-layers_pct": 18.9,
        "grt_pass1_wl_um": 12200,
        "grt_start_max_net_pins": 41,
        "grt_antenna_before_repair": 0,
        "grt.overflow.total": 0,
    },
    "cells_and_area": {
        "area_added_between_synthesis_and_finish_pct": 9.17,
        "layout-drive-gt1-share_pct": 8.35,
        "fillerInstances": 629,
    },
    "run": {
        "log.warning_count": 31,
        "drv_cap": 0,
    },
}
-- worst max-delay path: cells and delay by family, from the launching register on --
family                   cells  cell delay (ns)
buffers and inverters        1             0.20
flip-flops                   1             0.58
XOR/XNOR                     1             0.21
multiplexers                 1             0.34
adder cells (fa/ha/maj)      1             0.29
AND-OR/OR-AND                2             0.83
AND/OR/NAND/NOR              2             0.53
-- metrics by stage --
stage | hold WS [ns] | cell area (um^2) | cells | utilization, %
floorplan | 0.345 | 3930 | 376 | -
global placement | 0.346 | 4100 | 478 | 55.3
detailed placement | 0.347 | 4100 | 478 | 55.3
CTS | 0.358 | 4290 | 494 | 57.9
global route | 0.366 | 4290 | 494 | 57.9
finish | 0.358 | 4290 | 494 | 57.9
-- kinds of logic after synthesis --
| group | after synthesis | synth area share (%) |
|---|---|---|
| and+or+nand+nor | 180 | 26.0 |
| DFF | 77 | 49.1 |
| xor gates and xnor gates | 60 | 13.4 |
| buffers and inverters | 26 | 3.50 |
| AOI/OAI and AO/OA | 17 | 3.18 |
| muxes | 8 | 2.29 |
| adders and majority gates | 8 | 2.55 |
-- synth_stat cells (all sizes together), types with 4 or more instances --
cell type,count
and2,4
and3,8
and4,4
clkbuf,5
dfrtp,74
ha,8
inv,16
mux2,8
nand2,35
nand3,22
nand4,20
nor2,30
nor3,16
nor4,22
nor4b,4
o21ai,9
xnor2,32
xor2,28
-- layer usage --
metal	share of wire [%]	global-route usage, %	routed length [um]	up-vias
met1	51	32.2	3530	1291
met2	44	27.5	3010	44
met3	3.4	2.56	235	11
met5	0	0	0	-
met4	1.7	2.69	115	0
li1	-	-	-	1355
-- layout make-up --
| cell class | count | area [um^2] | share of cell area [%] |
|---|---|---|---|
| timing repair buffer | 13 | 123 | 2.86 |
| inverter | 16 | 60.1 | 1.40 |
| tap | 99 | 124 | 2.89 |
| clock buffer | 10 | 128 | 2.98 |
| sequential | 77 | 1930 | 45.0 |
| clock inverter | 6 | 63.8 | 1.49 |
| multi-input combinational | 273 | 1860 | 43.4 |
-- registers in the layout, summed over array words and instances, names as in the netlist --
signal / count
cnt1: 32
uart_rx_ff0: 1
rx_vld: 1
cnt2: 32
flag: 1
rx_data: 8
uart_rx_ff2: 1
uart_rx_ff1: 1
-- how the worst max path moves through the flow --
| stage | to | depth (start not counted) |
|---|---|---|
| after CTS | rx_data[3]$_DFFE_PN0P_ | 8 |
| after global routing | rx_data[4]$_DFFE_PN0P_ | 8 |
| final | rx_data[4]$_DFFE_PN0P_ | 8 |
-- placed cells by master, fill, tap and decap left out, types with 3 or more instances in the layout --
master	Yosys	layout
sky130_fd_sc_hd__nand3_1	22	22
sky130_fd_sc_hd__nor2_1	30	30
sky130_fd_sc_hd__clkdlybuf4s50_1	0	10
sky130_fd_sc_hd__xnor2_1	32	32
sky130_fd_sc_hd__and4_1	4	4
sky130_fd_sc_hd__xor2_1	28	28
sky130_fd_sc_hd__dfstp_2	3	3
sky130_fd_sc_hd__mux2_1	8	8
sky130_fd_sc_hd__nand2b_1	3	3
sky130_fd_sc_hd__o21ai_1	4	4
sky130_fd_sc_hd__clkbuf_8	0	9
sky130_fd_sc_hd__nor4_1	19	19
sky130_fd_sc_hd__and2_1	4	4
sky130_fd_sc_hd__nor4_2	3	3
sky130_fd_sc_hd__nor4b_2	3	3
sky130_fd_sc_hd__and3_1	7	7
sky130_fd_sc_hd__nand4b_1	3	3
sky130_fd_sc_hd__inv_1	16	16
sky130_fd_sc_hd__buf_4	1	3
sky130_fd_sc_hd__ha_1	8	8
sky130_fd_sc_hd__nand2_1	35	35
sky130_fd_sc_hd__nand4_1	18	18
sky130_fd_sc_hd__dfrtp_1	74	74
sky130_fd_sc_hd__o21ai_0	5	5
sky130_fd_sc_hd__nor3_1	15	15
-- power by group --
group          total (mW)  internal (mW)  switching (mW)
combinational       0.217         0.0912           0.126
clock               0.261          0.132           0.129
sequential          0.421          0.383          0.0381
total               0.899          0.606           0.293
Power is estimated from default activity; no workload was simulated.
