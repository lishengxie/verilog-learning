==> flow/design.v <==
module sccb(
    clk,
    rst_n,
    addr,
    wr_en,
    wdata,
    rd_en,
    rdata,
    rdata_vld,
    sclk,
    sio_out,
    sio_out_en,
    sio_din,
    rdy
);
parameter IDWADD = 8'h42;
parameter IDRADD = 8'h43;
parameter SCLK_TIME = 400;
parameter SCLK_HALF_TIME = SCLK_TIME / 2;
parameter SCLK_W_TIME = SCLK_TIME / 4;
parameter SCLK_R_TIME = (SCLK_TIME/4) * 3;
input clk;
input rst_n;
input [7:0] addr;
input wr_en;
input [7:0] wdata;
input rd_en;
output reg [7:0] rdata;
output reg rdata_vld;
output reg sclk;
output reg sio_out;
output reg sio_out_en;
input sio_din;
output reg rdy;
reg [31:0] cnt_sclk;
wire add_cnt_sclk;
wire end_cnt_sclk;
reg [31:0] cnt_byte;
wire add_cnt_byte;
wire end_cnt_byte;
reg [31:0] cnt_step;
wire add_cnt_step;
wire end_cnt_step;
reg [7:0] byte_num;
reg [7:0] step_num;
reg work_flag;
wire en;
reg rd_flag;
wire wr_state;
wire rd_state;
wire rd_0_state;
wire rd_1_state;
wire rd_get_state;
reg [7:0] subadd;
reg [7:0] wdata_ff0;
reg [29:0] wdata_tmp;
wire sclk_h2l;
wire sclk_l2h;
wire sio_send;
wire sio_get;
always@(posedge clk or negedge rst_n)begin
    if(rst_n==1'b0)begin
        cnt_sclk <= 0;
    end
    else if(add_cnt_sclk)begin
        if(end_cnt_sclk)begin
            cnt_sclk <= 0;
        end
        else begin
            cnt_sclk <= cnt_sclk + 1;
        end
    end
    else begin
        cnt_sclk <= 0;
    end
end
assign add_cnt_sclk = work_flag;
assign end_cnt_sclk = add_cnt_sclk && cnt_sclk == SCLK_TIME - 1;
always@(posedge clk or negedge rst_n)begin
    if(rst_n==1'b0)begin
        cnt_byte <= 0;
    end
    else if(add_cnt_byte)begin
        if(end_cnt_byte)begin
            cnt_byte <= 0;
        end
        else begin
            cnt_byte <= cnt_byte+1;
        end
    end
end
assign add_cnt_byte = end_cnt_sclk;
assign end_cnt_byte = add_cnt_byte && cnt_byte == byte_num - 1;
always@(posedge clk or negedge rst_n)begin
    if(rst_n==1'b0)begin
        cnt_step <= 0;
    end
    else if(add_cnt_step)begin
        if(end_cnt_step)begin
            cnt_step <= 0;
        end
        else begin
            cnt_step <= cnt_step+1;
        end
    end
end
assign add_cnt_step = end_cnt_byte;
assign end_cnt_step = add_cnt_step && cnt_step == step_num - 1;
assign en = work_flag == 1'b0 && (wr_en || rd_en);
always @(posedge clk or negedge rst_n) begin
    if(rst_n == 1'b0)begin
        work_flag <= 1'b0;
    end
    else if(en) begin
        work_flag <= 1'b1;
    end
    else if(end_cnt_step)begin
        work_flag <= 1'b0;
    end
end
always @(posedge clk or negedge rst_n)begin
    if(rst_n == 1'b0)begin
        rd_flag <= 1'b0;
    end
    else if(rd_en) begin
        rd_flag <= 1'b1;
    end
    else if(wr_en)begin
        rd_flag <= 1'b0;
    end
end
assign wr_state = work_flag && rd_flag == 1'b0;
assign rd_state = work_flag && rd_flag;
assign rd_0_state = rd_state && cnt_step == 0;
assign rd_1_state = rd_state && cnt_step == 1;
assign rd_get_state = rd_1_state && cnt_byte>=10 && cnt_byte<18;
always @(posedge clk or negedge rst_n) begin
    if(rst_n == 1'b0)begin
        subadd <= 0;
        wdata_ff0 <= 0;
    end
    else if(en) begin
        subadd <= addr;
        wdata_ff0 <= wdata;
    end
end
always @(*) begin
    if(wr_state) begin
        wdata_tmp = {1'b0, IDWADD, 1'b1, subadd, 1'b1, wdata_ff0, 1'b1, 1'b0, 1'b1};
        byte_num = 30;
        step_num = 1;
    end
    else if(rd_0_state) begin
        wdata_tmp = {1'b0, IDWADD, 1'b1, subadd, 1'b1, 1'b0, 1'b1, 9'b0};    
        byte_num = 21;
        step_num = 2;
    end
    else begin 
        wdata_tmp = {1'b0, IDRADD, 1'b1, 8'b0, 1'b1, 1'b0, 1'b1, 9'b0};
        byte_num = 21;
        step_num = 2;
    end
end
assign start_area = add_cnt_sclk && cnt_byte == 0;
assign stop_area = add_cnt_sclk && cnt_byte == byte_num - 1;
assign sclk_h2l = add_cnt_sclk && cnt_sclk == 0 && ((!start_area)&&(!stop_area));
assign sclk_l2h = add_cnt_sclk && cnt_sclk==SCLK_HALF_TIME-1;
always @(posedge clk or negedge rst_n) begin
    if(rst_n == 1'b0) begin
        sclk <= 1'b1;
    end
    else if(sclk_h2l) begin
        sclk <= 1'b0;
    end
    else if(sclk_l2h) begin
        sclk <= 1'b1;
    end
end
assign sio_send = add_cnt_sclk && cnt_sclk == SCLK_W_TIME - 1 && rd_get_state == 1'b0;
assign sio_get = add_cnt_sclk && cnt_sclk ==SCLK_R_TIME -1 && rd_get_state;
always @(posedge clk or negedge rst_n) begin
    if(rst_n == 1'b0) begin
        sio_out <= 1'b1;
    end
    else if(sio_send) begin
        sio_out <= wdata_tmp[29-cnt_byte];
    end
end
always @(posedge clk or negedge rst_n) begin
    if(rst_n == 1'b0) begin
        sio_out_en <= 1'b0;
    end 
    else if (work_flag && rd_get_state == 1'b0) begin
        sio_out_en <= 1'b1;
    end
    else begin
        sio_out_en <= 1'b0;
    end
end
always @(posedge clk or negedge rst_n) begin
    if(rst_n == 1'b0) begin
        rdata <= 8'd0;
    end
    else if(rd_get_state && sio_get) begin
        rdata <= {rdata[6:0], sio_din};
    end
end
always @(posedge clk or negedge rst_n) begin
    if(rst_n == 1'b0) begin
        rdata_vld <= 1'b0;
    end
    else if(end_cnt_step && rd_1_state) begin
        rdata_vld <= 1'b1;
    end
    else begin
        rdata_vld <= 1'b0;
    end
end
always @(*)begin
    if(work_flag || rd_en || wr_en)
        rdy = 1'b0;
    else
        rdy = 1'b1;
end
endmodule
module sccb_top(
    clk,
    rst_n,
    addr,
    wr_en,
    wdata,
    rd_en,
    rdata,
    rdata_vld,
    sclk,
    sio_d,
    rdy
);
input clk;
input rst_n;
input [7:0] addr;
input wr_en;
input [7:0] wdata;
input rd_en;
output [7:0] rdata;
output rdata_vld;
output sclk;
inout sio_d;
output rdy;
wire sio_out;
wire sio_out_en;
wire sio_din;
assign sio_d = sio_out_en ? sio_out : 1'bz;
assign sio_din = sio_d;
sccb u_sccb(
    .clk        ( clk        ),
    .rst_n      ( rst_n      ),
    .addr       ( addr       ),
    .wr_en      ( wr_en      ),
    .wdata      ( wdata      ),
    .rd_en      ( rd_en      ),
    .rdata      ( rdata      ),
    .rdata_vld  ( rdata_vld  ),
    .sclk       ( sclk       ),
    .sio_out    ( sio_out    ),
    .sio_out_en ( sio_out_en ),
    .sio_din    ( sio_din    ),
    .rdy        ( rdy        )
);
endmodule
==> flow/run.sh <==
#!/bin/bash
# OpenROAD 26Q1-2900-gdf79404cd8, Yosys 0.63+post, stock flow scripts
make -C /OpenROAD-flow-scripts/flow DESIGN_CONFIG=/design/flow/config.mk WORK_HOME=/design/flow/orfs finish
==> flow/config.mk <==
export PLATFORM = sky130hd
export DESIGN_NAME = sccb_top
export DESIGN_NICKNAME = sccb_top
export VERILOG_FILES = /design/flow/design.v
export SDC_FILE = /design/flow/constraint.sdc
export NUM_CORES = 4
export LEC_CHECK = 1
export CORE_UTILIZATION = 50
==> flow/constraint.sdc <==
current_design sccb_top

set clk_period 10.3
set clk_io_pct 0.2

create_clock -name clk0 -period $clk_period [get_ports {clk}]

set non_clock_inputs [all_inputs -no_clocks]
set_input_delay [expr $clk_period * $clk_io_pct] -clock clk0 $non_clock_inputs
set_output_delay [expr $clk_period * $clk_io_pct] -clock clk0 [all_outputs]
==> changes_impl.md <==
### Metrics

* Post-cts sizing count at 0
* CTS root buf: clkbuf_16
* Dominant cell area share at 47.8%
* Error: [error] [KeplerFormal.cpp:679] Workflow failed: Iso has multiple drivers: .sio_d0, sio_d$_DFFE_PN1P_.Q0
* Cell type with the largest total area: dfrtp_1
* Number of H-tree levels at 4
* Chip height at 116 µm
* DP Wirelength at 8590 µm
* GPL Wtd Cong at 0.868
* Area reported by Yosys stat at 6440 µm²
* Biggest area cells: dfrtp_1 48%, xnor2_1 6.4%, xor2_1 4.6%
* # IOs at 32
* Synthesized area at 6440 µm²
* Status: aborted with a tool error
* Yosys cell types at 58
* Most used DFF post-synth: dfrtp_1
* Count of library flops with an enable pin at 0
* Synth async-reset ratio at 100%
* Synth Instances at 630
* Hold buffer count at CTS at 0
* PortBufs at 30
* Starting Density at 51.3%
* Die W at 116 µm
* Post-synth seq share at 48.6%
* Sink Count at 125
* Failed at: clock tree synthesis (4_1_cts)
* Num rows at 41
* Mean Syn Cell Area at 10.2 µm²
* Post-CTS Setup Inserts at 0
* Yosys cell count at 630
* Worst slack, placed at 4.98 ns
* Area after DPL at 6910 µm²
* Deepest clock path buffer count at 2
* CTS buffer count at 17
* Synth flops at 125
* Ys Warns at 4
[cell usage after synthesis, drive strengths merged, types with 6 or more instances]
library cell  count
nand2            45
o21ai            22
xnor2            47
or3              13
and3             22
ha               10
nor2b             6
nor4             26
mux2             25
inv              22
nand4            24
a21oi            11
nor2             61
nand3            38
dfrtp           123
xor2             34
buf               6
and4              9
clkbuf           14
nor3             16
[cells by family after synthesis]
group	after synthesis	share of synthesized area (%)
AND/OR/NAND/NOR	285	24.5
flip-flops	125	48.6
XOR/XNOR	81	11.0
AND-OR/OR-AND	59	6.04
buffers and inverters	42	2.76
multiplexers	28	5.22
adder cells (fa/ha/maj)	10	1.94
[per-stage QoR]
step / power, mW / std cells
3_3_place_gp: 0.613 / 818
2_1_floorplan: 0.583 / 630
3_5_place_dp: 0.615 / 818
Power is estimated from default activity; no workload was simulated.
