==> design.v <==
module messageIdentifier(
    clk,
    rst_n,
    din,
    dout,
    dout_sop,
    dout_eop,
    dout_vld
);
    parameter HEAD = 0;
    parameter TYPE = 1;
    parameter LEN  = 2;
    parameter DATA = 3;
    parameter FCS  = 4;
    input clk;
    input rst_n;
    input [7:0] din;
    output reg [7:0] dout;
    output reg dout_sop;
    output reg dout_eop;
    output reg dout_vld;
    reg [7:0] din_ff0;
    reg [2:0] state_c;
    reg [2:0] state_n;
    reg [31:0] cnt;
    wire add_cnt;
    wire end_cnt;
    reg [15:0] x;
    reg [15:0] length;
    wire head2type_start;
    wire type2len_start;
    wire len2data_start;
    wire type2data_start;
    wire data2fcs_start;
    wire fcs2head_start;
    always @(posedge clk or negedge rst_n) begin
        if(rst_n == 1'b0) begin
            state_c <= HEAD;
        end
        else begin
            state_c <= state_n;
        end
    end
    always @(*) begin
        case(state_c)
            HEAD: begin
                if(head2type_start) begin
                    state_n = TYPE;
                end
                else begin
                    state_n = state_c;
                end
            end
            TYPE: begin
                if(type2len_start) begin
                    state_n = LEN;
                end
                else if(type2data_start)begin
                    state_n = DATA;
                end
                else begin
                    state_n = state_c;
                end
            end
            LEN: begin
                if(len2data_start)begin
                    state_n = DATA;
                end
                else begin
                    state_n = state_c;
                end
            end
            DATA: begin
                if(data2fcs_start)begin
                    state_n = FCS;
                end
                else begin
                    state_n = state_c;
                end
            end
            FCS: begin
                if(fcs2head_start)begin
                    state_n = HEAD;
                end
                else begin
                    state_n = state_c;
                end
            end
            default: begin
                state_n = HEAD;
            end
        endcase
    end
    assign head2type_start = state_c == HEAD && din_ff0 == 8'h55 && din == 8'hd5;
    assign type2len_start  = state_c == TYPE && din != 0;
    assign type2data_start = state_c == TYPE && din == 0;
    assign len2data_start  = state_c == LEN  && end_cnt;
    assign data2fcs_start  = state_c == DATA && end_cnt;
    assign fcs2head_start  = state_c == FCS  && end_cnt;
    always@(posedge clk or negedge rst_n)begin
        if(rst_n==1'b0)begin
            cnt <= 0;
        end
        else if(add_cnt)begin
            if(end_cnt)begin
                cnt <= 0;
            end
            else begin
                cnt <= cnt + 1;
            end
        end
    end
    assign add_cnt = state_c != HEAD;
    assign end_cnt = add_cnt && cnt == x - 1;
    always @(posedge clk or negedge rst_n) begin
        if(rst_n == 1'b0)begin
            din_ff0 <= 0;
        end
        else begin
            din_ff0 <= din;
        end
    end
    always @(posedge clk or negedge rst_n) begin
        if (rst_n == 1'b0) begin
            length <= 0;
        end
        else if(type2data_start) begin
            length <= 64;
        end
        else if(state_c == LEN) begin
            length <= {length[7:0], din};
        end
    end
    always @(*) begin
        if(state_c == LEN) begin
            x = 2;
        end
        else if(state_c == DATA) begin
            x = length;
        end
        else if(state_c == TYPE) begin
            x = 1;
        end
        else begin
            x = 4;
        end 
    end
    always @(posedge clk or negedge rst_n) begin
        if(rst_n == 1'b0)begin
            dout <= 0;
        end
        else begin
            dout <= din;
        end
    end
    always @(posedge clk or negedge rst_n) begin
        if(rst_n == 1'b0)begin
            dout_sop <= 0;
        end
        else if(state_c == TYPE) begin
            dout_sop <= 1;
        end
        else begin
            dout_sop <= 0;
        end
    end
    always @(posedge clk or negedge rst_n) begin
        if(rst_n == 1'b0)begin
            dout_eop <= 0;
        end
        else if(state_c == FCS && end_cnt) begin
            dout_eop <= 1;
        end
        else begin
            dout_eop <= 0;
        end
    end
    always @(posedge clk or negedge rst_n) begin
        if(rst_n == 1'b0)begin
            dout_vld <= 0;
        end
        else if(state_c != HEAD) begin
            dout_vld <= 1;
        end
        else begin
            dout_vld <= 0;
        end
    end
endmodule
==> run.sh <==
#!/bin/bash
# OpenROAD 26Q1-2900-gdf79404cd8, Yosys 0.63+post, stock flow scripts
make -C /OpenROAD-flow-scripts/flow DESIGN_CONFIG=/design/flow/config.mk WORK_HOME=/design/flow/orfs finish
==> config.mk <==
export PLATFORM = sky130hd
export DESIGN_NAME = messageIdentifier
export DESIGN_NICKNAME = messageIdentifier
export VERILOG_FILES = /design/flow/design.v
export SDC_FILE = /design/flow/constraint.sdc
export NUM_CORES = 4
export LEC_CHECK = 1
export CORE_UTILIZATION = 50
==> constraint.sdc <==
current_design messageIdentifier

set clk_period 10.3
set clk_io_pct 0.2

create_clock -name clk0 -period $clk_period [get_ports {clk}]

set non_clock_inputs [all_inputs -no_clocks]
set_input_delay [expr $clk_period * $clk_io_pct] -clock clk0 $non_clock_inputs
set_output_delay [expr $clk_period * $clk_io_pct] -clock clk0 [all_outputs]
==> impl_metrics.tcl <==
# place-and-route summary
set metrics [dict create \
    status "finished clean" \
    drive_gt1_frac 0.0633 \
    lay_top_cells "62 x nand2_1, 62 x dfrtp_1, 51 x nor2_1, 25 x a21oi_1, 23 x xor2_1" \
    routedWlPerCell_um 16.0 \
    grt_overflow 0 \
    worst_ep_required_time_ns 10.56 \
    clock_sinks 62 \
    setup_viol 0 \
    detail-route-antenna-nets 0 \
    critical_path_class "in -> reg" \
    arrival_ns 3.93 \
    h-tree-depth 3 \
    clock_skew_ns 0.0113 \
    rrSetupSlack_ns 6.72 \
    syn_inst 428 \
    peakVddDrop_mv 0.0976 \
    rsz0062_at_grt "false" \
    slew_headroom 0.535 \
    post_cts_buffers 0 \
    num_vias 3104 \
    tritoncts "done" \
    hp-class "reg -> reg" \
    drv_slew 0 \
    synthFlopType "dfrtp_1" \
    logic_area_mm2 0.00193 \
    place_area_mm2 0.00386 \
    io_pins 21 \
    synth_cell_types 53 \
    start_kind "input port" \
    leakage_uw 0.00170 \
    cts-buffers-inserted 9 \
    firstDrtPassIters 4 \
    fillerInstances 647 \
    grt_max_degree 42 \
    dieArea_mm2 0.00763 \
    cp_max_fo 18 \
    yosys_area_mm2 0.00364 \
    ys_seq_frac 0.426 \
    critical_path_depth 7 \
    drt-total-wl_mm 8.62 \
    dieWidth_um 87.4 \
    synth_area_mm2 0.00364 \
    first_global_vias 2984 \
    worstReg2RegStart "state_c[0]" \
    finalCritPeriodShare 0.356 \
    core-area_mm2 0.00691 \
    num_antenna_cells 0 \
    timing.rr.end "dout_eop" \
    cp_cell_sequence "clkdlybuf4s50_1 > or4_1 > nor3_2 > buf_4 > o31ai_1 > a41o_1 > a31oi_1" \
    clock_latency_ns 0.34 \
    finalSetupTns_ns 0 \
    critical_path_buf_inv_count 2 \
    avgSynthCellArea_um2 8.51 \
    slowest_delay_ns 0.57 \
    regArea_mm2 0.00155 \
    pre_cts_slack_ns 6.30 \
    gp_congestion 0.898 \
    worst_pin_slew_ns 0.698 \
    grt_pass1_wl_mm 14.9 \
    synth.yosys.warnings 1 \
    cpMaxStageDelayCell "or4_1" \
    clockBufferDepth 2 \
    top_area_frac 0.426 \
    first_iter_violations 196 \
    end_kind "flip-flop" \
    min_path_cells 2 \
    reg2reg_depth 11 \
    final-hold-violation-count 0 \
    worst_slack_ns 6.63 \
    dp_hpwl_mm 6.00 \
    fp_util 0.528 \
    edf_count 0 \
    drc 0 \
    dp_cells 522 \
    postCtsHoldBufs 0 \
    ys_seq_elements 62 \
    grt.total_usage 0.261 \
    maxCapViolCount 0 \
    fin_area_mm2 0.00408 \
    layout_min_cycle_time_ns 3.67 \
    endpoint "state_c[0]" \
    async_flop_share 1.00 \
    clockRootBuffer "clkbuf_8" \
    num_rows 30 \
    antenna_found_initial 0 \
    hold_ws_ns 0.531 \
    die_y_um 87.4 \
    vias_per_cell 5.77 \
    warnings 26 \
    clk_pin_slew_ns 0.08 \
    syn_to_final_growth_pct 12.0 \
    numPortBuffers 20 \
    yosys_cells 428 \
    synth_top_cell_by_area "dfrtp_1" \
    cp_top_family "simple AND/OR/NAND/NOR gates" \
    area_leaders "dfrtp_1 43%, nand2_1 6.4%, xor2_1 5.5%" \
    layout.cells.non_filler 538 \
    max_freq_ghz 0.273 \
    powerDensity_mw_per_mm2 255 \
    crit_start "din[0]" \
    cts_resized 0 \
]
-- worst register-to-register path, cell delays in order (launching register included) --
cell and delay (ns):
dfrtp_1 0.55, inv_1 0.18, o21ai_0 0.19, ha_1 0.21, nand3_1 0.42, a21oi_1 0.35, mux2i_1 0.23, nand4_1 0.15
nor4_2 0.47, and3_1 0.22, buf_4 0.32, and3_1 0.22
-- state kept, by name (all words and copies together) (netlist names) --
register  flops
dout_eop      1
dout          8
length       16
dout_vld      1
state_c       3
cnt          32
dout_sop      1
-- cells by family after synthesis --
family	count (synthesis)	share of synthesized area
mux	2	0.00549
simple gates	217	0.296
compound gates	71	0.125
fa+ha+maj	2	0.00687
xor+xnor	39	0.0937
buf+inv	35	0.0470
flops	62	0.426
-- cells in the mapped netlist (9+ instances only) --
cell type / n
dfrtp_1: 62
nand2_1: 62
nor2_1: 51
a21oi_1: 25
xor2_1: 23
nor3_1: 19
clkbuf_1: 18
nand3_1: 18
nand4_1: 16
xnor2_1: 16
o21ai_0: 13
inv_1: 9
nor4_1: 9
-- metrics by stage --
stage,total power (µW),util
CTS,1050,0.591
global route,1130,0.591
finish,1040,0.591
floorplan,698,-
detailed placement,800,0.558
global placement,796,0.558
-- power by group --
| part | switching, µW | total (µW) | internal, µW |
|---|---|---|---|
| registers | 99.0 | 392 | 293 |
| logic | 245 | 409 | 164 |
| clock network | 98.3 | 240 | 142 |
| total | 442 | 1040 | 599 |
-- cell type report --
class	count	area share
clock inverter	6	0.0209
tap	96	0.0294
inverter	9	0.00828
clock buffer	10	0.0337
timing repair buffer	24	0.0552
sequential	62	0.380
multi-input combinational	331	0.472
-- layer usage --
| metal | track usage | wire [µm] | share of wire |
|---|---|---|---|
| met1 | 0.446 | 4340 | 0.50 |
| met4 | 0.0522 | 195 | 0.023 |
| met3 | 0.0596 | 483 | 0.056 |
| met2 | 0.353 | 3600 | 0.42 |
| met5 | 0 | 0 | 0 |
-- worst min path at each step --
stage / startpoint / to / slack [ns]
after CTS: length[15] / length[15] / 0.54
after global routing: length[15] / length[15] / 0.57
final: length[15] / length[15] / 0.53
Power is estimated from default activity; no workload was simulated.
